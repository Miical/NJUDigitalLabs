**run.sh**
```bash
#!/bin/bash
# OpenROAD 26Q1-2900-gdf79404cd8, Yosys 0.63+post, stock flow scripts
make -C /OpenROAD-flow-scripts/flow DESIGN_CONFIG=/design/flow/config.mk WORK_HOME=/design/flow/orfs finish
```
**config.mk**
```make
export PLATFORM = sky130hd
export DESIGN_NAME = alu
export DESIGN_NICKNAME = alu
export VERILOG_FILES = /design/flow/design.v
export SDC_FILE = /design/flow/constraint.sdc
export NUM_CORES = 4
export LEC_CHECK = 1
export CORE_AREA = 10 10 70 70
export DIE_AREA = 0 0 80 80
```
**constraint.sdc**
```tcl
current_design alu

set clk_period 2.7
set clk_io_pct 0.2

create_clock -name clk0 -period $clk_period

set non_clock_inputs [all_inputs -no_clocks]
set_input_delay [expr $clk_period * $clk_io_pct] -clock clk0 $non_clock_inputs
set_output_delay [expr $clk_period * $clk_io_pct] -clock clk0 [all_outputs]
```
**design.v**
```verilog
module alu(
  input signed [3:0] a,
  input signed [3:0] b,
  input [2:0] op,
  output reg signed [3:0] out,
  output reg overflow,
  output reg carry,
  output reg zero
);
reg [3:0] t_add_Cin;
always @(*) begin
  out = 4'b0000;
  overflow = 1'b0;
  carry = 1'b0;
  zero = 1'b0;
  t_add_Cin = 4'b0000;
  if (op[2:1] == 2'b000) begin
    t_add_Cin =( {4{op[0]}}^b )+ {3'b000, op[0]};
    { carry, out } = a + t_add_Cin;
    overflow = (a[3] == t_add_Cin[3]) && (out[3] != a[3]);
  end else if (op == 3'b010) begin
    out = ~a;
  end else if (op == 3'b011) begin
    out = a & b;
  end else if (op == 3'b100) begin
    out = a | b;
  end else if (op == 3'b101) begin
    out = a ^ b;
  end else if (op == 3'b110) begin
    out = a < b ? 4'b0001 : 4'b0000;
  end else if (op == 3'b111) begin
    out = a == b ? 4'b0001 : 4'b0000;
  end
  if (out == 4'b0000) begin
    zero = 1'b1;
  end else begin
    zero = 1'b0;
  end
end
endmodule
```
==> Slide: Implementation Results <==
Flow Results at a Glance

Timing
  – Setup TNS Final: -580.4 ps
  – Final setup fails: 4
  – Final Cycle Share: 108.3%
  – Fin. max-slew vios: 0
  – Max_slew headroom: 77.33%
  – Max Clk Rate: 341.9 MHz
  – Worst Hold Slack: 1636 ps
  – Worst Tran Pin Value: 340.1 ps
  – Final min period: 2925 ps
  – Final Hold Fails: 0
  – Final worst slack: -224.8 ps
  – RSZ-0062 raised after global routing: true

Yosys
  – # Cells Yosys: 87
  – Seq share, synth: 0%
  – Unique cell types: 27
  – Yosys stat area: 655.6 um2
  – Synthesized area: 655.6 um2
  – Yosys warnings: 1
  – Cells after Synth: 87
  – Synthesized area per cell: 7.536 um2

GRT
  – Largest net degree at the start of global routing: 14
  – Total track usage: 6.088%
  – First-pass GRT wire length: 3353 um
  – Via count of the first global-routing pass: 762
  – Antenna violations before repair: 0
  – Total grt overflow: 0

Cells and area
  – Register Area: 0 um2
  – Flops: 0
  – Final-layout clock buffer total: 0
  – Share of layout cells above drive strength 1: 63.83%
  – Area grow syn2layout: 111.8%
  – Non-Filler Instances: 187

Die
  – Ports: 18
  – Floorplan core density: 19.19%
  – Die Area: 6400 um2
  – Die Wd: 80 um
  – Die Y: 80 um
  – Row count: 21
  – Core Footprint: 3416 um2

Critical path
  – Crit path launch type: primary input
  – Critical Path Slowest Stage Cell: ha_1
  – Crit path cell chain: buf_8 > xor2_2 > ha_2 > xnor2_2 > xnor2_1 > ha_1 > a21oi_2 > buf_4 > xor2_2 > o22ai_2 > dlygate4sd2_1
  – Worst endpoint data arrival time: 2380 ps
  – CP peak stage delay: 350 ps
  – Most used cell, CP: xor2_2
  – Top delay family on crit path: XOR/XNOR gates
  – CP Max Fanout: 3
  – Crit Path Class: in2out
  – CP Capture Type: primary output
  – Buffers and inverters on the worst path: 3
  – WP data required: 2160 ps

Placed design
  – Hpwl dp: 1622 um
  – Placed cells: 176
  – Dpl ws: -1127 ps
  – PortBufs: 18
  – Routability cong.: 0.7822

Detailed routing
  – Via-to-Cell Ratio: 4.241
  – Post-DRT Antenna Nets: 0
  – Vias after detailed routing: 793
  – Pre-antenna DRT Iters: 4
  – Wirelength, routed: 2173 um
  – Remaining DRCs: 0
  – Diodes inserted: 0
  – DRT iter0 DRCs: 48
  – WL/cell: 11.62 um

Hold path
  – HP Class: in2out
  – Hold Crit Start: a[3]
  – Hold EP: overflow
  – Hold Path Stages: 6

Power and ir drop
  – Power density cells: 227.0 nW/um2
  – VDD IR max: 69.41 uV
  – Lkg Pwr: 0.0006291 uW
  – Total power: 315.2 uW

Outcome
  – Violated checks: setup timing
  – Status: complete, but fails checks

Job
  – OpenROAD warning count: 42
  – Max Cap Violations: 0
synthesized netlist by cell type, drive strengths merged:
cell type,count,area [um2]
xnor2,5,43.79
a21o,1,7.510
nor2b,2,12.51
a21oi,5,25.02
o221ai,2,17.52
nand2,5,18.77
o22ai,2,12.51
xor2,3,26.28
a222oi,1,10.01
buf,3,27.52
a221oi,2,17.52
a221o,1,10.01
and3,1,6.260
nor4,1,12.51
ha,18,225.2
or2,1,6.260
inv,16,60.06
fa,1,20.02
o41ai,1,8.760
a2bb2oi,1,8.760
o211ai,2,15.01
nor3,2,10.01
nor2,3,11.26
and2b,1,7.510
nand3,3,15.01
o21ai,4,20.02
worst min-delay path: stages:
cell     delay (ps)
buf_2           120
inv_2            70
buf_4           120
xnor2_2         100
nor3_1           40
buf_2           110
final cells by class:
class,instances,area (um2)
inverters,16,70.07
repair buffers,57,460.4
fillers,321,2027
multi-input cells,68,800.8
well taps,46,57.56
metrics by stage:
step / area, um2 / util [%]
detailed placement: 1080 / 31.61
floorplan: 659.4 / -
finish: 1389 / 40.66
global placement: 1080 / 31.61
global route: 1389 / 40.66
CTS: 1289 / 37.73
worst max-delay path by stage:
stage                 slack (ps)  depth (start not counted)   from  endpoint
after CTS                   -290                         12   b[0]      zero
after global routing        -350                         12  op[0]      zero
final                       -220                         11  op[0]    out[3]
cell families (layout without fill, tap and decap cells):
| logic type | count (synthesis) | count (layout) | synth area share, % |
|---|---|---|---|
| AOI/OAI and AO/OA | 22 | 22 | 23.28 |
| xor gates and xnor gates | 8 | 8 | 10.69 |
| adders and majority gates | 19 | 19 | 37.41 |
| buffers and inverters | 19 | 73 | 13.36 |
| and+or+nand+nor | 19 | 19 | 15.27 |
what timing repair did:
action	4_1_cts	5_1_grt
endpoints found under the setup margin	7	7
pin swaps	26	17
gates resized	86	20
buffers inserted	9	3
hold buffers	0	0
routing by layer:
layer	global-route usage [%]	routed length, um
met5	0	0
met4	0	0
met3	1.477	146
met2	10.43	1026
met1	7.968	1001
power breakdown:
group	switching [uW]	leakage [uW]	internal, uW
Combinational	132	0.000629	184
Sequential	0	0	0
Clock	0	0	0
Total	132	0.000629	184
placed cells by master (no fill, tap or decap), types with 2 or more instances in the layout:
| cell | n |
|---|---|
| buf_4 | 34 |
| clkdlybuf4s15_2 | 2 |
| inv_4 | 2 |
| inv_1 | 6 |
| inv_2 | 7 |
| a21oi_1 | 2 |
| nand2_1 | 5 |
| o221ai_1 | 2 |
| buf_6 | 5 |
| nor2_1 | 2 |
| clkdlybuf4s50_1 | 2 |
| buf_8 | 2 |
| xnor2_2 | 2 |
| xnor2_1 | 2 |
| nand3_1 | 3 |
| xor2_2 | 3 |
| buf_2 | 8 |
| o211ai_1 | 2 |
| ha_4 | 8 |
| a21oi_2 | 3 |
| dlygate4sd2_1 | 3 |
| o21ai_0 | 2 |
| ha_1 | 9 |
Power figures rest on the tool's default switching activity, not on a simulated workload.
