==> flow/design.v <==
module SevenSegmentDisplay(	 
  input  [3:0] io_in,	 
  input        io_en,	 
  output [6:0] io_out	 
);
  reg [6:0] casez_tmp;	 
  always_comb begin	 
    casez (io_in)	 
      4'b0000:
        casez_tmp = 7'h40;	 
      4'b0001:
        casez_tmp = 7'h79;	 
      4'b0010:
        casez_tmp = 7'h24;	 
      4'b0011:
        casez_tmp = 7'h30;	 
      4'b0100:
        casez_tmp = 7'h19;	 
      4'b0101:
        casez_tmp = 7'h12;	 
      4'b0110:
        casez_tmp = 7'h2;	 
      4'b0111:
        casez_tmp = 7'h78;	 
      4'b1000:
        casez_tmp = 7'h0;	 
      4'b1001:
        casez_tmp = 7'h10;	 
      4'b1010:
        casez_tmp = 7'h8;	 
      4'b1011:
        casez_tmp = 7'h3;	 
      4'b1100:
        casez_tmp = 7'h46;	 
      4'b1101:
        casez_tmp = 7'h21;	 
      4'b1110:
        casez_tmp = 7'h6;	 
      default:
        casez_tmp = 7'hE;	 
    endcase	 
  end  
  assign io_out = io_en ? casez_tmp : 7'h0;	 
endmodule
module encode83(	 
  input        clock,	 
               reset,	 
  input  [7:0] io_in,	 
  output [6:0] io_out_seg,	 
  output [2:0] io_out_bin,	 
  output       io_ind	 
);
  wire [2:0] _io_out_bin_T_43 =
    io_in[7]
      ? 3'h0
      : io_in[6]
          ? 3'h1
          : io_in[5]
              ? 3'h2
              : io_in[4] ? 3'h3 : io_in[3] ? 3'h4 : io_in[2] ? 3'h5 : {2'h3, ~(io_in[1])};	 
  SevenSegmentDisplay seg (	 
    .io_in  ({1'h0, ~_io_out_bin_T_43}),	 
    .io_en  (|io_in),	 
    .io_out (io_out_seg)
  );
  assign io_out_bin = ~_io_out_bin_T_43;	 
  assign io_ind = |io_in;	 
endmodule
==> flow/run.sh <==
#!/bin/bash
# OpenROAD 26Q1-2900-gdf79404cd8, Yosys 0.63+post, stock flow scripts
make -C /OpenROAD-flow-scripts/flow DESIGN_CONFIG=/design/flow/config.mk WORK_HOME=/design/flow/orfs finish
==> flow/config.mk <==
export PLATFORM = sky130hd
export DESIGN_NAME = encode83
export DESIGN_NICKNAME = encode83
export VERILOG_FILES = /design/flow/design.v
export SDC_FILE = /design/flow/constraint.sdc
export NUM_CORES = 4
export LEC_CHECK = 1
export CORE_AREA = 10 10 70 70
export DIE_AREA = 0 0 80 80
==> flow/constraint.sdc <==
current_design encode83

set clk_period 2.4
set clk_io_pct 0.2

create_clock -name clk0 -period $clk_period

set non_clock_inputs [all_inputs -no_clocks]
set_input_delay [expr $clk_period * $clk_io_pct] -clock clk0 $non_clock_inputs
set_output_delay [expr $clk_period * $clk_io_pct] -clock clk0 [all_outputs]
==> notes.md <==
Figures from the flow reports.

Run status:
- The flow ran to the end, and the final reports show no timing, DRC or antenna violations.

Route:
- The run gives the detailed-route via count as 352.
- The run gives the DRC violation count after routing as 0.
- The run puts the total length of routed wires at 1070 um.
- In this run, the number of DRC markers left after iteration 0 of detailed routing was 4.
- The run gives the routed length per instance as 9.33 um.
- Nets still carrying antenna violations after routing amount to 0.
- The run puts the total antenna diodes in the routed design at 0.
- The script logs the ratio of routed vias to standard cells as a little over 3.
- The first detailed-routing pass took 4 iterations.

Placed design:
- The run gives the number of port buffers as 19.
- The run gives the pre-CTS worst setup slack as -576 ps.
- After its last routability iteration, the placer logged a weighted congestion of ~0.69.
- Counting tap cells, the placed design contains a total of 106 instances.
- The run gives the HPWL after detailed placement as 854 um.

Pwr:
- Power comes to around 0.10 mW.
- The run gives the peak supply drop as 29.3 uV.
- Per the OpenROAD power report, leakage power amounts to 0.329 nW.
- The run puts the power per unit of standard cell area at about 140 nW/um^2.

Final timing:
- In the finished design, the share of the clock period the worst path needs comes to 96.5%.
- The run puts the count of final hold-check violations at 0.
- The run gives the tightest slew margin relative to the limit as 79.2%.
- In this build the clock could be raised as far as 432 MHz.
- The worst path meets setup with 84.7 ps of slack.
- The run puts the measured slew at the worst slew-check pin at 310 ps.
- The run puts the clock period minus final worst setup slack at 2320 ps.
- Counting pins that exceed their max-slew limit in the final report gives 0.
- The run gives the summed negative setup slack over all endpoints as 0 ps.
- The run puts the worst slack on hold paths at 1500 ps.
- Setup repair after global routing left no endpoint under its margin.
- The run puts the number of failing setup endpoints in the final timing report at 0.

Global route:
- The run puts the global routing met3 resource utilization at 1.14%.
- The run gives the met2 usage in global routing as 4.90%.
- The run puts the number of antenna violations at the first check in global routing at 0.
- The run gives the global-route layer with the greatest usage as met2.
- For met1 alone, demand over resource in global routing was 4.15%.
- The run gives the global route total overflow as 0.
- The run gives the pin count of the biggest net entering global routing as 6.
- The run gives the global-route wire length before repair as about 1700 um.
- The number of global-route vias before repair is 363.
- The run puts the total global routing track utilization at 3.09%.

Critical path:
- In this run the worst setup path begins at io_in[4].
- STA classifies the critical path startpoint as an input pin.
- The run puts the largest fanout of any net on the critical path at 4.
- The run gives the family with the most delay on the worst path as buffers and inverters.
- The run gives the capturing element type of the critical path as an output port.
- Traced cell by cell, the critical path runs through clkbuf_4, buf_4, nor4_4, buf_4, buf_4, nand2_1, clkdlybuf4s50_1.
- STA puts the critical path data required time at about 1900 ps.
- The slowest stage of the critical path is the sky130_fd_sc_hd__clkdlybuf4s50_1 cell.
- The run gives the class of the most critical setup path as input pin to output port.
- The run gives the data arrival time of the critical path as 1840 ps.
- In this design, the critical path's most frequently occurring cell is sky130_fd_sc_hd__buf_4.
- Among all stages on the critical path, the maximum delay recorded is 400 ps.
- Together, buffers and inverters on the worst path number 5.
- OpenSTA lists the critical path endpoint as io_ind.
- The run gives the critical path depth in cells as 7.

Logic synthesis:
- The run gives the count of yosys warnings during synthesis as 1.
- Summed over its instances, the top area cell type makes up 30.8% of the synthesized netlist area.
- Sorting the Yosys area breakdown by cell type puts at the top sky130_fd_sc_hd__ha_1.
- By count the netlist is led by sky130_fd_sc_hd__ha_1 (6), sky130_fd_sc_hd__inv_1 (3), sky130_fd_sc_hd__o31ai_1 (3).
- The run puts the mean instance size in the synthesized netlist at 8.41 sq um.
- Of the synthesized area, sequential elements account for 0%.
- By area the synthesized netlist is led by sky130_fd_sc_hd__ha_1 (31%), sky130_fd_sc_hd__o31ai_1 (9.2%), sky130_fd_sc_hd__nor4_4 (8.7%).
- Counting distinct cell types in the post-synthesis netlist gives 16.
- The run puts the count of instantiated cells in the yosys netlist at 29.
- Synthesis handed over a netlist of 29 instances.
- Looking at the gate-level netlist, the highest instance count belongs to sky130_fd_sc_hd__ha_1.
- The run gives the cell area after synthesis as around 240 sq um.
- The area recorded from the Yosys report for this design is 244 sq um.

Die:
- The run puts the overall chip area at around 6400 sq um.
- The run puts the vertical die dimension at ~80 um.
- After floorplanning, the core was divided into 21 placement rows.
- 21 I/O pins were placed.
- The run gives the starting utilization of the core area as around 7.1%.
- In this run the horizontal extent of the chip is 80 um.
- The run gives the core outline area as 3420 sq um.

Finish:
- The sequential cells in the finished layout cover a total of 0 sq um.
- The run gives the area added between synthesis and finish as 187%.
- The layout has approximately 370 filler cells.
- The run puts the clock buffer count at 0.
- The run gives the share of final-layout standard cells stronger than drive strength 1 as 63.8%.
- The number of sequential cells reported for the layout is 0.
- The run puts the count of placed standard cells in the final layout, fillers left out at 115.

Flow run:
- The run puts the max-capacitance violation count at 0.
- The run gives the number of warning messages in the logs as 39.

Worst hold path:
- The report gives the cell count of the worst hold path as 4.
- The type recorded for the worst min-delay path is input pin to output port.

Clocking:
- For this design, the CTS-stage hold fixing added 0 buffers.
worst min path at each step:
stage	start	slack, ps	end
CTS	io_in[3]	1520	io_out_seg[4]
global route	io_in[1]	1550	io_out_seg[4]
finish	io_in[1]	1500	io_out_seg[4]
repair_timing:
item                                    CTS  global route
pin swaps                                 8             7
gates resized                            42            11
endpoints found under the setup margin   11             3
setup buffers                             7             2
logic make-up (layout without fill, tap and decap cells):
group	Yosys count	in the layout	synth area share, %
AND-OR/OR-AND	9	9	27.7
AND/OR/NAND/NOR	9	9	30.3
adder cells (fa/ha/maj)	6	6	30.8
buffers and inverters	4	44	7.18
multiplexers	1	1	4.10
report_power, final:
| group | total, mW | internal (mW) | switching [mW] |
|---|---|---|---|
| Sequential | 0 | 0 | 0 |
| Combinational | 0.101 | 0.0607 | 0.0402 |
| Clock | 0 | 0 | 0 |
| Total | 0.101 | 0.0607 | 0.0402 |
final cells by class:
type                            count  area [sq um]  area share, %
Timing Repair Buffer               40           328           46.8
Multi-Input combinational cell     25           298           42.5
Tap cell                           46          57.6           8.21
Inverter                            4          17.5           2.50
tightest hold or removal path: stages:
cell and delay [ps]:
sky130_fd_sc_hd__buf_2 120, sky130_fd_sc_hd__a21oi_4 70, sky130_fd_sc_hd__mux2i_1 130, sky130_fd_sc_hd__dlygate4sd2_1 220
cell usage in the layout (no fill, tap or decap), drive strengths merged:
master,count
a21oi,2
a22o,2
and2,2
buf,25
clkbuf,2
clkdlybuf4s15,3
clkdlybuf4s50,4
dlygate4sd2,3
dlymetal6s2s,3
ha,6
inv,4
mux2i,1
nand2,2
nor2,3
nor4,2
o2bb2ai,1
o31a,1
o31ai,3
per-layer routing:
layer,part of all wire [%],vias up
met3,12,0
met5,0,-
li1,-,189
met1,43,153
met4,0,0
met2,44,10
stage by stage:
step | util (%) | instance area (sq um)
5_1_grt | 20.5 | 701
6_report | 20.5 | 701
2_1_floorplan | - | 244
4_1_cts | 19.7 | 672
3_5_place_dp | 17.0 | 582
3_3_place_gp | 17.0 | 582
Power figures rest on the tool's default switching activity, not on a simulated workload.
