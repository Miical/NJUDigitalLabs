<file path="flow/run.sh">
#!/bin/bash
# OpenROAD 26Q1-2900-gdf79404cd8, Yosys 0.63+post, stock flow scripts
make -C /OpenROAD-flow-scripts/flow DESIGN_CONFIG=/design/flow/config.mk WORK_HOME=/design/flow/orfs finish
</file>
<file path="flow/config.mk">
export PLATFORM = sky130hd
export DESIGN_NAME = lfsr
export DESIGN_NICKNAME = lfsr
export VERILOG_FILES = /design/flow/design.v
export SDC_FILE = /design/flow/constraint.sdc
export NUM_CORES = 4
export LEC_CHECK = 1
export CORE_AREA = 10 10 70 70
export DIE_AREA = 0 0 80 80
</file>
<file path="flow/design.v">
module bcd7seg(
  input [3:0] b,
  output reg [6:0] h
);
  always @(*) begin
    case(b)
      4'b0000: h = 7'b1000000;
      4'b0001: h = 7'b1111001;
      4'b0010: h = 7'b0100100;
      4'b0011: h = 7'b0110000;
      4'b0100: h = 7'b0011001;
      4'b0101: h = 7'b0010010;
      4'b0110: h = 7'b0000010;
      4'b0111: h = 7'b1111000;
      4'b1000: h = 7'b0000000;
      4'b1001: h = 7'b0010000;
      default: h = 7'b1111111;
    endcase
  end
endmodule
module lfsr(
  input clk,
  input rst,
  output [7:0] out,
  output [6:0] seg0,
  output [6:0] seg1
);
  reg [7:0] state;
  bcd7seg sega(
    .b(state[3:0]),
    .h(seg0)
  );
  bcd7seg segb(
    .b(state[7:4]),
    .h(seg1)
  );
  initial begin
    state = 8'b00000001;
  end
  always @(posedge clk or posedge rst) begin
    if (rst) begin
      state <= 8'b00000001;
    end else begin
      state <= {state[4] ^ state[3] ^ state[2] ^ state[0], state[7:1]};
    end
  end
  assign out = state;
endmodule
</file>
<file path="flow/constraint.sdc">
current_design lfsr

set clk_period 2.1
set clk_io_pct 0.2

create_clock -name clk0 -period $clk_period [get_ports {clk}]

set non_clock_inputs [all_inputs -no_clocks]
set_input_delay [expr $clk_period * $clk_io_pct] -clock clk0 $non_clock_inputs
set_output_delay [expr $clk_period * $clk_io_pct] -clock clk0 [all_outputs]
</file>
==> metrics.cfg <==
[global_routing]
grt_pass1_wl_um = 2760
grt_use_total_pct = 5.12
grt-ovfl-total = 0
antenna_found_initial = 0
grt_pass1_vias = 604
grt_max_degree = 14

[floorplan]
fp.dieH_um = 80
std_cell_rows = 21
core_area_um2 = 3420
die_area_um2 = 6400
die_width_um = 80
fp_util_pct = 18.9
io_pins = 24

[route]
ant_nets = 0
drc_errors = 0
antenna_cells = 0
vias_per_cell = 4.12
wl_per_cell_um = 11.7
wl_um = 1740
drt_iter0_drc = 43
vias = 614
firstDrtPassIters = 3

[synthesis]
synth-edff-count = 0
yosys_cells = 73
synth_largest_type_area_fraction_pct = 27.2
ys_top_cells_by_area = dfrtp_1 27%, ha_1 19%, a31oi_1 5.8%
yosysChipArea_um2 = 644
syn-cell-area_um2 = 644
yosysSeqAreaShare_pct = 31.3
yosysWarningCount = 2
synthArstFlopShare_pct = 100
avgSynthCellArea_um2 = 8.83
synth-seq-cells = 8
flop_cell = dfrtp_1
syn_inst = 73
ys_types = 20
common_cells = 10 x ha_1, 10 x inv_1, 7 x dfrtp_1
yosysTopAreaCell = dfrtp_1

[final_timing]
maxSlewHeadroom_pct = 77.6
finalSetupTns_ns = 0
hold_viol_final = 0
period_minus_slack_ns = 2.02
skew_ns = 0.00498
worst_slew_pin_slew_ns = 0.336
slew_viol_final = 0
fin_crit_sh_pct = 96.3
fmax_mhz = 494
fin_ws_ns = 0.0771
setup_viol = 0

[worst_setup_path]
cp_max_fo = 5
crit_type = flip-flop to primary output
arrival_ns = 1.60
crit_required_ns = 1.68
end_kind = primary output
startpoint_type = flip-flop

[clock_tree]
clk_path_buf_depth = 2
clkSlewWorstSetupHoldPaths_ns = 0.05
clock_sinks = 8
clock-root-buffer = clkbuf_4
cts_made_buffers = 3
cts_tree = built
cts_hold_buf = 0
cts_max_level = 1
clkLatencyLatePin_ns = 0.25

[power]
power_density_nw_per_um2 = 278
peakVddDrop_mv = 0.170
total_power_mw = 0.282
p_leak_nw = 0.497

[finish]
final_cell_count_no_fill = 149
drive_above_1_share_pct = 24.3
largest_reg_flops = 8
top_register = state
syn2layout_area_growth_pct = 57.3
top_regs = state (8)

[place]
dp_cells = 143
post-place-ws_ns = 0.0201
gp_congestion = 0.812
port_buffers = 23
dp_hpwl_um = 1310

[hold_path]
min_path_type = input port to asynchronous set/reset pin

[job]
drv_cap = 0
warnings = 33

[outcome]
status = completed

==> cell families (layout without fill, tap and decap cells) <==
| group | after synthesis | after routing | synth area share (%) |
|---|---|---|---|
| AOI/OAI and AO/OA | 22 | 22 | 20.2 |
| adders and majority gates | 10 | 10 | 19.4 |
| xor gates and xnor gates | 5 | 5 | 6.80 |
| and+or+nand+nor | 14 | 14 | 11.6 |
| DFF | 8 | 8 | 31.3 |
| buffers and inverters | 14 | 44 | 10.7 |
==> cells in the final DEF (no fill, tap or decap), drive strengths merged <==
cell type	synthesis	final
xnor2	2	2
o21ai	6	6
clkbuf	0	4
dfstp	1	1
dlygate4sd2	0	10
nor2	6	6
or2	2	2
clkdlybuf4s50	0	12
a211oi	2	2
or2b	2	2
a31oi	6	6
nor2b	2	2
xor2	3	3
dfrtp	7	7
ha	10	10
nand2b	2	2
buf	3	6
dlymetal6s2s	0	1
inv	11	11
a21oi	8	8
==> routing by layer <==
metal | share of wire (%) | wire length (um) | global-route usage (%) | vias up
met5 | 0 | 0 | 0 | -
met4 | 0 | 0 | 0.528 | 0
met3 | 6.5 | 114 | 1.93 | 0
met2 | 51 | 893 | 8.59 | 9
met1 | 42 | 734 | 6.28 | 303
li1 | - | - | - | 302
==> critical path, stage by stage, from the launching register on <==
cell,delay (ns)
dfrtp_1,0.38
buf_4,0.15
ha_1,0.15
nor2_2,0.04
a21oi_1,0.13
clkdlybuf4s50_1,0.49
==> final timing paths <==
path	depth (start not counted)	startpoint	slack (ns)	end
setup / recovery	5	state[4]	0.08	seg1[6]
max in group asynchronous	2	rst	1.40	state[0]
hold reg to reg	1	state[1]	0.52	state[0]
hold / removal	2	rst	0.41	state[5]
setup reg to reg	4	state[0]	0.95	state[7]
min in group clk0	1	state[1]	0.52	state[0]
==> per-stage QoR <==
| stage | cell area [um^2] | hold slack, ns | util (%) |
|---|---|---|---|
| 2_1_floorplan | 644 | 0.235 | - |
| 3_3_place_gp | 935 | 0.509 | 27.4 |
| 3_5_place_dp | 935 | 0.502 | 27.4 |
| 4_1_cts | 982 | 0.403 | 28.8 |
| 5_1_grt | 1010 | 0.435 | 29.7 |
| 6_report | 1010 | 0.410 | 29.7 |
==> layout make-up <==
cell class | count | area, um^2
fillers | 364 | 2400
multi-input cells | 51 | 410
repair buffers | 29 | 273
flip-flops and latches | 8 | 205
well taps | 46 | 57.6
inverters | 11 | 41.3
clock buffers | 4 | 26.3
==> report_power, final <==
group	internal [mW]	switching, mW	total [mW]
registers	0.154	0	0.154
logic	0.00173	0.00309	0.00482
clock network	0.0725	0.0499	0.122
==> repair_timing <==
action                     CTS  global route
setup endpoints to repair   12             6
cloned                       0             0
gates resized               17            10
pin swaps                    8             4
buffers inserted             3             0
